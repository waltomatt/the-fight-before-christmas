===== flow/design.v =====
module drawing_rectangle( input  wire        clk,
                      input  wire        req,
                      output wire         ack,
                      output wire        busy,
                      input  wire [15:0] r0,  
                      input  wire [15:0] r1,  
                      input  wire [15:0] r2,  
                      input  wire [15:0] r3,  
                      input  wire [15:0] r4,  
                      input  wire [15:0] r5,
                      input  wire [15:0] r6,
                      input  wire [15:0] r7,
                      output wire        de_req,
                      input  wire        de_ack,
                      output reg [17:0] de_addr,
                      output reg  [3:0] de_nbyte,
                      output wire        de_rnw,
                      output reg [31:0] de_w_data,
                      input  wire [31:0] de_r_data );
reg [3:0] state;
reg [15:0] cur_y;
reg [15:0] end_y;
reg [17:0] word_startln;
reg [17:0] word_endln;
reg [7:0] color_and, color_xor;
reg [3:0] nbyte_start, nbyte_end;
wire [15:0] start_x, end_x, width, height, color;
wire [31:0] x_color_and, x_color_xor;
reg [31:0] buffer;
assign ack = (state == 1);
assign busy = (state > 0);
assign de_req = (state == 2 || state == 5);
assign de_rnw = (state < 5);
assign x_color_and = {color_and, color_and, color_and, color_and};
assign x_color_xor = {color_xor, color_xor, color_xor, color_xor};
initial 
begin
	state = 0;
end
always @ (posedge clk)  
begin
	if (state == 4)
	begin
		de_w_data <= (de_r_data & x_color_and) ^ x_color_xor;
	end	
end
always @ (posedge clk)
begin
	case(state)
		0: if (req) state <= 1;
		1: begin
			state <= 2;
			de_addr <= (((r1 << 9) + (r1 << 7) + r0) >> 2);
			word_startln <= (((r1 << 9) + (r1 << 7) + r0) >> 2);
			word_endln <= (((r1 << 9) + (r1 << 7) + r0) >> 2) + (r2 >> 2);
			cur_y <= r1;
			end_y <= r1 + r3 - 1; 
			color_and <= ((r4 >> 8) & 8'hFF);  
			color_xor <= (r4 & 8'hFF);	 
			nbyte_start <= ~(4'b1111 >> (r0 - ((r0 >> 2) << 2)));
			nbyte_end <= (4'b1111 >> ((r0 + r2) - (((r0 + r2) >> 2) << 2)));
			de_nbyte <= ~(4'b1111 >> (r0 - ((r0 >> 2) << 2)));
		end
		2: if (de_ack) state <= 3;
		3: state <= 4;
		4: state <= 5;
		5: if (de_ack) state <= 6;
		6: begin
			if (de_addr == word_endln) begin
				if (cur_y == end_y) state <= 0; else
				begin
					cur_y <= cur_y + 1;
					de_addr <= (word_startln + 160);
					word_startln <= word_startln + 160;
					word_endln <= word_endln + 160;
					de_nbyte <= nbyte_start;
					state <= 2;
				end		
			end else
 begin
				if (de_addr + 1 == word_endln)
					de_nbyte <= nbyte_end;
				else
					de_nbyte <= 4'b0000;  
				de_addr <= de_addr + 1;
				state <= 2;
			end
		end
	endcase
end 
endmodule

===== flow/constraint.sdc =====
current_design drawing_rectangle

set clk_period 10.9
set clk_io_pct 0.2

create_clock -name clk0 -period $clk_period [get_ports {clk}]

set non_clock_inputs [all_inputs -no_clocks]
set_input_delay [expr $clk_period * $clk_io_pct] -clock clk0 $non_clock_inputs
set_output_delay [expr $clk_period * $clk_io_pct] -clock clk0 [all_outputs]

===== flow/run.sh =====
#!/bin/bash
# OpenROAD 26Q1-2900-gdf79404cd8, Yosys 0.63+post, stock flow scripts
make -C /OpenROAD-flow-scripts/flow DESIGN_CONFIG=/design/flow/config.mk WORK_HOME=/design/flow/orfs finish

===== flow/config.mk =====
export PLATFORM = sky130hd
export DESIGN_NAME = drawing_rectangle
export DESIGN_NICKNAME = drawing_rectangle
export VERILOG_FILES = /design/flow/design.v
export SDC_FILE = /design/flow/constraint.sdc
export NUM_CORES = 4
export LEC_CHECK = 1
export CORE_UTILIZATION = 30

==> impl_metrics.ini <==
; synthesis and place-and-route metrics
[critical_path]
crit_slowest_cell = fa_1
critPathRequiredTime_ns = 11.06
path_class = in2reg
worstSetupEndpointType = flip-flop
cp.arrival_ns = 6.02
cp-endpoint = word_endln[14]
max_stage_delay_ns = 0.58
rrSetupSlack_ns = 7.80
cp.depth = 16
critical_path.max_fanout = 5
crit_buf_inv = 3
worstSetupStartpointType = input pin
crit_family = AND-OR/OR-AND gates
reg2reg_from = de_addr[0]
worstSetupStartpoint = r1[0]
reg2reg_depth = 9
timing.rr.end = de_nbyte[2]
crit_chain = clkdlybuf4s50_1 > inv_1 > fa_1 > inv_1 > ha_1 > a21oi_1 > o21bai_1 > xor2_1 > ha_1 > o21ai_0 > nor2_1 > a221o_1 > a31oi_1 > o21a_1 > xor2_1 > o21ai_0

[synthesis]
yosysCellCount = 981
ys_async_sr_fraction_pct = 0
synthTopCellsByArea = edfxtp_1 44%, xnor2_1 8.9%, ha_1 7.8%, xor2_1 4.7%, nand2_1 4.5%
yosysUniqueCellTypes = 72
syn_inst = 981
synth-edff-count = 147
synth.cell_area_mm2 = 0.00996
ys_seq_elements = 147
xor_share_pct = 14.3
synthAoiAreaFrac_pct = 10.9
simple_gate_area_share_pct = 14.4
ys_sh_adder_pct = 9.80
ys_warn_count = 1
synth_area_leader_cell = edfxtp_1
avgSynthCellArea_um2 = 10.2
yosysChipArea_mm2 = 0.00996
postSynthSeqShare_pct = 44.3
mux_share_pct = 0.754
flop_cell = edfxtp_1
synth.top_cell.area_share_pct = 44.3
top_logic_kind = simple AND/OR/NAND/NOR gates

[die]
pin_count = 221
rows = 66
fp-utilization_pct = 30.5
die_h_um = 184
die_x_um = 184
core_area_mm2 = 0.0326
dieArea_mm2 = 0.0339

[timing]
finClkSkew_ns = 0.00829
fin_crit_sh_pct = 53.8
fin_ws_ns = 5.04
relSlewSlack_pct = 53.8
max_freq_mhz = 171
hold_viol_final = 0
finalMaxSlewViolations = 0
setup_tns_ns = 0
fin_crit_ns = 5.86
setup_viol = 0
max_slew.worst_pin.slew_ns = 0.693
grt_setup_unrepaired = no

[clocking]
htree_levels = 4
cts-root-buf = clkbuf_16
cts.sinks = 147
cts_buffer_depth = 2
ctsResizeCount = 0
insertion_delay_ns = 0.43
clk_pin_slew_ns = 0.07
cts_setup_buffers = 0
cts_hold_buffers = 0
cts_tree = done
cts_buffers = 17

[detailed_routing]
dr.pass1.iters = 5
ant_nets = 0
drt_iter0_markers = 402
remaining_drc_errors = 0
dr_total_vias = 7270
viasPerCell = 4.56
num_antenna_cells = 0
wl_per_cell_um = 14.3
routed_wl_um = 22900

[grt]
antenna_found_initial = 0
grt_max_degree = 72
grt_pass1_vias = 7036
grt-ovfl-total = 0
grtUsageTotal_pct = 14.2
grt_pass1_wl_um = 36400

[layout]
drive_gt1_share_pct = 5.90
fillers = 3104
area_growth_pct = 27.1

[placement]
post-place-ws_ns = 4.59
port_buffers = 172
place_congestion = 0.867
post-dp-hpwl_um = 17500

[run]
max_cap_violations = 0
warnings = 75

[hold_path]
min_path_type = reg2reg

[pwr]
power_mw = 2.80
power_density_mw_per_mm2 = 221
power_leakage_nw = 4.75
ir_drop_mv = 0.111

[status]
outcome = finished, final reports clean
registers in the layout, summed over array words and instances (netlist names), 4 cells and up:
name / count
de_addr: 18
de_w_data: 32
de_nbyte: 4
word_endln: 18
color_xor: 8
color_and: 8
cur_y: 16
word_startln: 18
end_y: 16
cell usage after synthesis (12+ instances only):
library cell / number
edfxtp_1: 147
nand2_1: 120
xnor2_1: 101
inv_1: 85
ha_1: 62
o21ai_0: 60
xor2_1: 53
nor2_1: 52
a21oi_1: 42
clkbuf_1: 28
nand3_1: 28
nand4_1: 15
and3_1: 12
nor4_1: 12
worst reg2reg max path: stages (launching register included):
cell       delay (ns)
edfxtp_1         0.50
ha_1             0.42
inv_1            0.18
or4_1            0.68
or3_1            0.41
a21oi_1          0.15
a2111oi_1        0.07
nand4_1          0.21
inv_2            0.06
a21o_1           0.18
through the flow:
stage	utilization [%]	cell area, um^2	hold WS (ns)	std cells
2_1_floorplan	-	9960	0.494	981
3_3_place_gp	37.1	12100	0.505	1562
3_5_place_dp	37.1	12100	0.505	1562
4_1_cts	38.8	12700	0.530	1594
5_1_grt	38.8	12700	0.541	1594
6_report	38.8	12700	0.526	1594
metal layers:
metal  GRT usage, %  wire (um)
met1           22.0      11100
met2           21.3       9900
met3           3.74       1540
met4           1.70        303
met5              0          0
area by class of cell:
cell class / instances / area [um^2] / share of cell area, %
multi-input combinational: 707 / 5020 / 39.7
sequential: 147 / 4410 / 34.9
timing repair buffer: 180 / 1780 / 14.1
tap: 442 / 553 / 4.37
clock buffer: 17 / 425 / 3.36
inverter: 86 / 323 / 2.55
clock inverter: 15 / 141 / 1.12
power by group:
group | internal, mW | switching [mW]
Sequential | 0.923 | 0.207
Clock | 0.302 | 0.261
Combinational | 0.542 | 0.562
worst min-delay path by stage:
stage | start | depth (start not counted) | slack (ns) | end
global route | nbyte_end[2] | 1 | 0.54 | de_nbyte[2]
finish | nbyte_end[3] | 1 | 0.53 | de_nbyte[3]
CTS | nbyte_end[3] | 1 | 0.53 | de_nbyte[3]
placed cells by master (no fill, tap or decap), types with 15 or more instances in the layout:
master / count
xnor2_1: 101
a21oi_1: 42
nand4_1: 15
ha_1: 62
nand3_1: 28
inv_1: 84
clkbuf_16: 17
xor2_1: 53
edfxtp_1: 147
clkdlybuf4s50_1: 172
nor2_1: 51
o21ai_0: 59
nand2_1: 119
cell families after synthesis:
group / after synthesis
XOR/XNOR: 157
adder cells (fa/ha/maj): 72
buffers and inverters: 127
AND-OR/OR-AND: 174
AND/OR/NAND/NOR: 297
flip-flops: 147
multiplexers: 7
Power is estimated from default activity; no workload was simulated.
